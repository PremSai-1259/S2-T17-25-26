==> design/flow/design.v <==
`timescale 1ns/1ps
module dff (input d, input clk, input reset, output reg q);
    always @(posedge clk or posedge reset)
        if (reset) q <= 0;
        else q <= d;
endmodule
module counter4 (input clk, input reset, input enable, output [3:0] q);
    wire [3:0] d;
    wire t1, t2, t3;
    xor (d[0], q[0], enable);
    and (t1, q[0], enable);
    xor (d[1], q[1], t1);
    and (t2, q[0], q[1], enable);
    xor (d[2], q[2], t2);
    and (t3, q[0], q[1], q[2], enable);
    xor (d[3], q[3], t3);
    dff ff0 (d[0], clk, reset, q[0]);
    dff ff1 (d[1], clk, reset, q[1]);
    dff ff2 (d[2], clk, reset, q[2]);
    dff ff3 (d[3], clk, reset, q[3]);
endmodule
module visit_tracker (
    input clk, reset,
    input [3:0] user_id,
    output [7:0] visits
);
    wire [3:0] visit[0:15];
    wire enable[0:15];
    genvar i;
    generate
        for (i = 0; i < 16; i = i + 1) begin : COUNTERS
            assign enable[i] = (user_id == i);   
            counter4 c (.clk(clk), .reset(reset), .enable(enable[i]), .q(visit[i]));
        end
    endgenerate
    reg [7:0] out_visit;
    always @(*) begin
        case (user_id)
            4'd0: out_visit = {4'b0000, visit[0]};
            4'd1: out_visit = {4'b0000, visit[1]};
            4'd2: out_visit = {4'b0000, visit[2]};
            4'd3: out_visit = {4'b0000, visit[3]};
            4'd4: out_visit = {4'b0000, visit[4]};
            4'd5: out_visit = {4'b0000, visit[5]};
            4'd6: out_visit = {4'b0000, visit[6]};
            4'd7: out_visit = {4'b0000, visit[7]};
            4'd8: out_visit = {4'b0000, visit[8]};
            4'd9: out_visit = {4'b0000, visit[9]};
            4'd10: out_visit = {4'b0000, visit[10]};
            4'd11: out_visit = {4'b0000, visit[11]};
            4'd12: out_visit = {4'b0000, visit[12]};
            4'd13: out_visit = {4'b0000, visit[13]};
            4'd14: out_visit = {4'b0000, visit[14]};
            4'd15: out_visit = {4'b0000, visit[15]};
        endcase
    end
    assign visits = out_visit;
endmodule
module price_calculator (
    input [1:0] fluid_type,
    input [7:0] volume_l,
    output reg [15:0] price
);
    reg [15:0] first_part, second_part;
    always @(*) begin
        if (volume_l <= 1) begin
            first_part = volume_l;
            second_part = 0;
        end else begin
            first_part = 1;
            second_part = volume_l - 1;
        end
        case (fluid_type)
            2'b00: price = (first_part * 20) + (second_part * 10);  
            2'b01: price = (first_part * 50) + (second_part * 30);  
            2'b10: price = (first_part * 40) + (second_part * 20);  
            default: price = 0;
        endcase
    end
endmodule
module discount_calculator (
    input [7:0] visits,
    input [15:0] price,
    output reg [7:0] discount_percent,
    output [15:0] final_price
);
    always @(*) begin
        if (visits <= 2)
            discount_percent = 0;
        else if (visits <= 4)
            discount_percent = 10;
        else
            discount_percent = 20;
    end
    assign final_price = price - ((price * discount_percent) / 100);
endmodule
module stock_manager (
    input [1:0] fluid_type,
    input [7:0] volume_l,
    output reg [15:0] remaining_qty,
    output reg [7:0] message
);
    reg [15:0] water, juice, chemical;
    initial begin
        water = 100;
        juice = 80;
        chemical = 60;
    end
    always @(*) begin
        message = 0;
        case (fluid_type)
            2'b00: begin
                if (volume_l > water) begin
                    message = 1;
                    remaining_qty = water;
                end else remaining_qty = water - volume_l;
            end
            2'b01: begin
                if (volume_l > juice) begin
                    message = 1;
                    remaining_qty = juice;
                end else remaining_qty = juice - volume_l;
            end
            2'b10: begin
                if (volume_l > chemical) begin
                    message = 1;
                    remaining_qty = chemical;
                end else remaining_qty = chemical - volume_l;
            end
            default: message = 1;
        endcase
    end
endmodule
module fluid_dispenser (
    input [1:0] fluid_type,
    input [7:0] volume_l,
    input [7:0] visits,
    output [15:0] original_price,
    output [15:0] final_price,
    output [7:0] discount_percent,
    output [15:0] remaining_qty,
    output [7:0] message
);
    price_calculator p1 (.fluid_type(fluid_type), .volume_l(volume_l), .price(original_price));
    discount_calculator d1 (.visits(visits), .price(original_price),
                            .discount_percent(discount_percent), .final_price(final_price));
    stock_manager s1 (.fluid_type(fluid_type), .volume_l(volume_l),
                      .remaining_qty(remaining_qty), .message(message));
endmodule
==> design/flow/run.sh <==
#!/bin/bash
# OpenROAD 26Q1-2900-gdf79404cd8, Yosys 0.63+post, stock flow scripts
make -C /OpenROAD-flow-scripts/flow DESIGN_CONFIG=/design/flow/config.mk WORK_HOME=/design/flow/orfs finish
==> design/flow/config.mk <==
export PLATFORM = sky130hd
export DESIGN_NAME = visit_tracker
export DESIGN_NICKNAME = visit_tracker
export VERILOG_FILES = /design/flow/design.v
export SDC_FILE = /design/flow/constraint.sdc
export NUM_CORES = 4
export LEC_CHECK = 1
export CORE_UTILIZATION = 30
==> design/flow/constraint.sdc <==
current_design visit_tracker

set clk_period 4.5
set clk_io_pct 0.2

create_clock -name clk0 -period $clk_period [get_ports {clk}]

set non_clock_inputs [all_inputs -no_clocks]
set_input_delay [expr $clk_period * $clk_io_pct] -clock clk0 $non_clock_inputs
set_output_delay [expr $clk_period * $clk_io_pct] -clock clk0 [all_outputs]
==> results.toml <==
# generated from flow reports
[grt]
grt_pass1_vias = 2197
grt_start_max_net_pins = 34
grt_pass1_wl_um = 11300
antenna_found_initial = 0
grt_overflow = 0
track_usage_pct = 13.3

[place]
port_buffers = 9
dp_hpwl_um = 4880
gp_congestion = 0.878

[worst_setup_path]
worstPathCellList = "clkdlybuf4s50_1 > nand2b_1 > nor2_1 > ha_1 > nor4_2 > nand4_1 > nor3_1 > a21oi_1 > clkdlybuf4s50_1"
path_class = "in2out"
max_stage_delay_ns = 0.61
worstPathArrival_ns = 3.37
required_ns = 3.60
crit_path_max_fanout = 8
end_kind = "primary output"
critical-path-slowest-cell = "clkdlybuf4s50_1"
startpoint_type = "primary input"
cpMostUsedCell = "clkdlybuf4s50_1"

[cells_and_area]
fillCellCount = 1037
syn_to_final_growth_pct = 14.2
final_core_util_pct = 35.4
final_cell_mix = "64 x dfrtp_1, 33 x nand2_1, 27 x xor2_1"
layout_top_cell = "dfrtp_1"
drive_above_1_share_pct = 11.8

[clock_network]
cts.path.max_buffers = 2
cts_resized = 0
clkSinkCount = 64
root_buffer = "clkbuf_8"
clk_latency_ns = 0.34
cts_setup_buffers = 0
h-tree-depth = 3
path_clk_slew_ns = 0.07
numCtsBuffers = 9
cts_hold_buf = 0
cts_tree = "done"

[floorplan]
die_x_um = 106
die.size.y_um = 106
num_io_pins = 14
core_area_mm2 = 0.0104
row_count = 37
die_area_mm2 = 0.0111
fp_util_pct = 31.0

[yosys]
synth_cell_type_count = 44
synth.avg_cell_area_um2 = 10.7
synthTopCellsByArea = "dfrtp_1 50%, xor2_1 7.4%, xnor2_1 6.3%, ha_1 5.4%, nand2_1 3.9%"
synth.ff_latch_count = 64
synth_cells = 301
ys_cells = 301
yosysSeqAreaShare_pct = 49.8
yosys_warnings = 2
synthesis.area_mm2 = 0.00321
top_area_share_pct = 49.8
yosysChipArea_mm2 = 0.00321
post-synth-top-area-cell = "dfrtp_1"

[sta]
clock.fmax_ghz = 0.234
fin_crit_sh_pct = 95.0
fin_crit_ns = 4.27
drv_slew = 0
final.setup.tns_ns = 0
max_slew_margin_pct = 55.8
worst_pin_slew_ns = 0.662
grt_setup_unrepaired = "no"
fin_skew_ns = 0.00641
hold_viol_final = 0
setup_viol = 0

[pwr]
powerDensity_mw_per_mm2 = 523
leakage_nw = 1.67
ir_worst_vdd_mv = 0.198

[flow_run]
tool_warnings = 25
drv_cap = 0

[detailed_routing]
routedWlPerCell_um = 14.4
wirelength_um = 6590
ant_nets = 0
drt_iter0_markers = 116
num_vias = 2141
first_pass_iters = 4
via_per_inst = 4.66
drc = 0
diodes = 0

[run_status]
status = "complete, no violations"

[worst_hold_path]
hp-class = "reg2reg"
[worst paths after layout]
check	from	endpoint	slack, ns	cells past startpoint
setup / recovery	user_id[1]	visits[0]	0.23	9
hold / removal	COUNTERS[13].c.ff3.q$_DFF_PP0_	COUNTERS[13].c.ff3.q$_DFF_PP0_	0.47	1
setup reg to reg	COUNTERS[11].c.ff1.q$_DFF_PP0_	COUNTERS[11].c.ff3.q$_DFF_PP0_	3.24	4
hold reg to reg	COUNTERS[13].c.ff3.q$_DFF_PP0_	COUNTERS[13].c.ff3.q$_DFF_PP0_	0.47	1
max in group asynchronous	reset	COUNTERS[3].c.ff3.q$_DFF_PP0_	2.67	3
min in group asynchronous	reset	COUNTERS[9].c.ff1.q$_DFF_PP0_	0.97	2
[metrics by stage]
stage                     total power, mW  hold WS [ns]  cells  cell area [um2]  worst slack [ns]
after detailed placement             1.47         0.458    443             3480             0.136
after CTS                            1.94         0.471    459             3660             0.117
final                                1.92         0.468    459             3670             0.225
after global placement               1.46         0.460    443             3480             0.157
after floorplan                      1.31         0.438    304             3230              1.22
after global routing                 2.06         0.485    459             3670            0.0622
[sequential cells by signal, indices dropped and copies added, names as in the netlist]
| register | flops |
|---|---|
| COUNTERS.c.ff3.q | 16 |
| COUNTERS.c.ff2.q | 16 |
| COUNTERS.c.ff1.q | 16 |
| COUNTERS.c.ff0.q | 16 |
[worst max-delay path: cells and delay by family]
kind | cells | cell delay [ns]
AND-OR/OR-AND | 1 | 0.10
adder cells (fa/ha/maj) | 1 | 0.24
buffers and inverters | 2 | 1.02
AND/OR/NAND/NOR | 5 | 1.10
[cells by family after synthesis]
group,share of synthesized area [%]
AND/OR/NAND/NOR,17.6
flip-flops,49.8
XOR/XNOR,13.6
AND-OR/OR-AND,5.45
buffers and inverters,4.28
adder cells (fa/ha/maj),5.45
multiplexers,3.62
other,0.117
[metal layers]
layer / vias to the layer above / track usage [%] / part of all wire [%]
met5: - / 0 / 0
met4: 0 / 1.69 / 1.6
met3: 8 / 3.66 / 5.1
met2: 36 / 20.5 / 44
met1: 1033 / 19.9 / 49
li1: 1064 / - / -
[synth_stat cells (all sizes together)]
cell	count
o2bb2ai	1
nor2	18
mux2	2
xnor2	23
nor3	16
ha	14
a31oi	5
xor2	27
nor4b	3
a22oi	2
o32a	2
or2	2
nand4b	1
nand3	8
nor4	2
nor4bb	1
inv	6
nand3b	3
o21bai	1
conb	1
and3	4
buf	15
a41o	1
mux2i	9
o22ai	4
a21oi	3
or3	2
nor3b	3
clkbuf	5
o21ai	5
dfrtp	64
nor2b	3
a311oi	2
nand2	33
or4	1
nand4	4
nand2b	5
[layout make-up]
class | count | area (um2) | share of cell area [%]
Inverter | 6 | 22.5 | 0.614
Tap cell | 136 | 170 | 4.64
Clock buffer | 14 | 173 | 4.71
Clock inverter | 2 | 12.5 | 0.341
Sequential cell | 64 | 1600 | 43.6
Multi-Input combinational cell | 214 | 1500 | 40.7
Timing Repair Buffer | 23 | 195 | 5.32
[power breakdown]
part / leakage [nW] / switching (mW) / total, mW / internal, mW
Combinational: 0.777 / 0.180 / 0.409 / 0.228
Clock: 0.0927 / 0.211 / 0.455 / 0.245
Sequential: 0.804 / 0.220 / 1.05 / 0.834
Power is estimated from default activity; no workload was simulated.
